### design.v
module Counter_num (clk, rst, count);   
  parameter n =4, num = 10;   
  input rst, clk ;        
  output[n-1:0] count;  
  wire flag;
    wire [n-1:0]  next =(rst|flag)? 0: count+1;  
    assign  flag = (count == (num-1)) ? 1: 0;   
    chunk_dff # (n)  cnt(clk, next, count); 
 endmodule
module chunk_dff(CLK,D,Q); 
parameter       k = 1 ;
input CLK; 
input [k-1:0]  D;
output [k-1:0]  Q; 
reg [k-1:0]  Q; 
always @(posedge CLK) 
Q <= D;
endmodule   
### run.sh
#!/bin/bash
# OpenROAD 26Q1-2900-gdf79404cd8, Yosys 0.63+post, stock flow scripts
make -C /OpenROAD-flow-scripts/flow DESIGN_CONFIG=/design/flow/config.mk WORK_HOME=/design/flow/orfs finish
### config.mk
export PLATFORM = sky130hd
export DESIGN_NAME = Counter_num
export DESIGN_NICKNAME = Counter_num
export VERILOG_FILES = /design/flow/design.v
export SDC_FILE = /design/flow/constraint.sdc
export NUM_CORES = 4
export LEC_CHECK = 1
export CORE_AREA = 10 10 70 70
export DIE_AREA = 0 0 80 80
### constraint.sdc
current_design Counter_num

set clk_period 1.3
set clk_io_pct 0.2

create_clock -name clk0 -period $clk_period [get_ports {clk}]

set non_clock_inputs [all_inputs -no_clocks]
set_input_delay [expr $clk_period * $clk_io_pct] -clock clk0 $non_clock_inputs
set_output_delay [expr $clk_period * $clk_io_pct] -clock clk0 [all_outputs]
==> summary.txt <==
The layout was made with Yosys and OpenROAD.

The flow ran to the end, and the final reports show no timing, DRC or antenna violations. The number of different library cells in the post-synthesis netlist is 12. The report gives the cell count of the worst hold path as 1. Looking at the clock tree report, the root buffer type is clkbuf_4. Of the total power, the clock network draws 0.465. The nature of the critical path startpoint is a flop. Counting I/O delays and the setup requirement, the final critical path takes 1.266 ns. The clock tree has to reach 4 sinks. The highest-delay cell along the critical path is clkdlybuf4s50_1. The overall die width is 80 microns. The repair_antennas step left the layout with diodes totalling 0. The warning tally printed by Yosys for this design is 1. The logic area is 90.09 sq um.

For reference, the final report shows the max-slew violation count at 0. The clock passes through at most 2 buffers. The arrival time of data at the worst endpoint is listed as 1.01 ns.

The number of nets with antenna violations after routing is 0. The layer carrying the most global-route usage is met3. The wire length of the first global-routing pass is 945 microns. The fraction of layout cells with a size suffix above 1 is 0.3333.

The chip area from the yosys synthesis statistics is 173.9 sq um. In this run the worst hold path is classified as flop to flop. For this run, the slowest stage of the critical path takes 0.45 ns. For flop-to-flop paths, the worst setup slack is 0.24 ns. The power report puts the net switching power at 78.32 uW. The highest clock rate is 0.7898 GHz. The slew of the pin with the lowest slew margin is 0.1656 ns.

The H-tree depth is 1. The total number of vias is 174. In this run the mean area of a mapped cell was 9.154 sq um.

Hold-check failures listed in the final report amount to 0. Dividing the final minimum period by the clock period gives 0.9740. The tally of non-filler cells in the final layout is 76. For reference, the critical path cell chain is clkdlybuf4s50_1. The required time at the worst-slack endpoint is 1.04 ns. In this design, the largest share of critical-path delay is due to buffers and inverters.

The floorplan step defined a die boundary enclosing 0.006400 sq mm. The critical path capture point type is an output port. The worst reg2reg path endpoint is cnt.Q[3].

The end point of the worst hold path is cnt.Q[0]. The buffer_ports step reported a buffer count of 5. The number of flip-flops under the largest register name is 4. Between the synthesized netlist and the finished layout, the area growth was recorded as 92.09%. Internal power comes to 262.1 uW. The post-synthesis cell count from yosys is 19. The number of cells after detailed placement is 70. The overall die height is 80 microns. The flip-flop and latch count after synthesis is 4. Per the OpenROAD floorplan log, the area of the core is 0.003416 sq mm.

The wire length after detailed routing is 588 microns. The initial antenna violation count was 0. The global-route met2 utilization is 0.01926. The script parses the final routing iteration and logs DRC violations as 0. The met3 capacity usage during global routing is 0.03864. The peak fanout along the critical path is 2. The count of fill cells added during filler insertion is 396. The overall power of the completed layout is 340.4 uW. The met1 global-route usage is 0.02130. Once iteration 0 of detailed routing completed, the report listed 4 DRC markers. The start-to-end type of the worst setup path is flop to output port.

The power report attributes to the combinational group a share of 0.124. The power density over the cells is 1019 mW/mm^2. Entering global routing, the biggest net connects 6 pins. After floorplanning, the core was divided into 21 placement rows. The overflow left after global routing is 0.

The per-cell routed wire length is 7.737 microns. The sequential cell area is 87.58 sq um. The total global routing track utilization is 0.02132. The launch instance of the worst min-delay path is cnt.Q[0]. Setup total negative slack on the finished layout was measured at 0 ns. The final clock skew is 0.004287 ns. The tool warning count for the run is 26.

The switching power share of the total is 0.2301. The post-DP HPWL is 405.6 microns. Synthesis handed over a netlist of 19 instances. The number of I/O pins is 6. For the worst-skew pair, the clock arrives at the later sink with an insertion delay of 0.24 ns. The number of failing setup endpoints in the final timing report is 0. The top register by number of flip-flops is cnt.Q.

The registers of the reported paths see a clock transition of 0.04 ns. The portion of total power attributed to sequential cells is 0.411. The number of vias per cell after detailed routing is 2.289.

After its last routability iteration, the placer logged a weighted congestion of 0.6377. The worst hold slack across all endpoints is 0.4507 ns. The worst VDD IR drop from the latest analysis is 0.2024 mV. The largest registers in the layout are cnt.Q (4). Setup repair after global routing left no endpoint under its margin. Per the run summary, max-cap violations total 0. The worst register-to-register path depth is 5. TritonCTS created 3 clock buffers.

The headroom to the max-slew limit is 0.8893. The netlist area before placement is 173.9 sq um. The number of search-and-repair iterations in the first detailed-routing pass is 2. The number of global-route vias before repair is 185. The sequential share of the synthesized area is 0.4604. The timing report notes that buffer and inverter cells on the critical path total 1. The share of the core area taken by cells at floorplan is 0.05092.

The post-CTS hold buffer count recorded in the log is 0. The leakage component of the power was reported as 0.0001419 uW. The TritonCTS clock tree is built. The launch point of the worst register-to-register path is recorded as cnt.Q[2].
[worst max-delay path by stage]
stage,end,cells after the start,from
4_1_cts,count[2],1,cnt.Q[2]
6_report,count[2],1,cnt.Q[2]
5_1_grt,count[2],1,cnt.Q[2]
[layout by cell type (no fill, tap or decap), drive strengths merged]
| master | instances |
|---|---|
| nand3 | 2 |
| clkbuf | 3 |
| ha | 2 |
| nor2 | 1 |
| dlygate4sd2 | 2 |
| inv | 1 |
| dlymetal6s2s | 1 |
| dfxtp | 4 |
| nand3b | 1 |
| or2 | 1 |
| buf | 3 |
| clkdlybuf4s50 | 2 |
| nand2 | 1 |
| or2b | 1 |
| nand2b | 1 |
| nor3 | 2 |
| a21oi | 2 |
[cell type report]
| type | instances | share of cell area |
|---|---|---|
| Multi-Input combinational cell | 14 | 0.2697 |
| Sequential cell | 4 | 0.2622 |
| Timing Repair Buffer | 8 | 0.2172 |
| Tap cell | 46 | 0.1723 |
| Clock buffer | 3 | 0.06742 |
| Inverter | 1 | 0.01124 |
[Yosys cell counts, drive strengths merged]
cell type	number	area share
nor2	1	0.022
nand3	2	0.058
or2	1	0.036
nand2	1	0.022
inv	1	0.022
a21oi	2	0.058
or2b	1	0.043
nand2b	1	0.036
dfxtp	4	0.46
ha	2	0.14
nand3b	1	0.043
nor3	2	0.058
[logic make-up (layout without fill, tap and decap cells)]
| logic type | count (synthesis) | after routing | share of synthesized area |
|---|---|---|---|
| adder cells (fa/ha/maj) | 2 | 2 | 0.1439 |
| flip-flops | 4 | 4 | 0.4605 |
| buffers and inverters | 1 | 12 | 0.02156 |
| AND-OR/OR-AND | 2 | 2 | 0.05756 |
| AND/OR/NAND/NOR | 10 | 10 | 0.3166 |
[power groups by stage]
| stage | combinational [uW] | sequential [uW] | clock, uW |
|---|---|---|---|
| global route | 49.0 | 142 | 175 |
| finish | 42.2 | 140 | 158 |
| CTS | 40.1 | 141 | 160 |
[worst reg2reg max path, stage by stage (launching register included)]
cell and delay, ns:
dfxtp_2 0.31, buf_4 0.09, buf_4 0.11, nand3_1 0.10, or2_0 0.21, a21oi_1 0.15
[per-layer routing]
| layer | share of wire | up-vias |
|---|---|---|
| met1 | 0.43 | 73 |
| met3 | 0.30 | 2 |
| li1 | - | 87 |
| met5 | 0 | - |
| met2 | 0.26 | 12 |
| met4 | 0.0085 | 0 |
[stage by stage]
step,setup slack (ns),utilization,instance area [sq um]
6_report,0.03378,0.09780,334.1
5_1_grt,0.003225,0.09780,334.1
4_1_cts,0.02372,0.09487,324.1
3_5_place_dp,0.1187,0.08242,281.5
3_3_place_gp,0.1272,0.08242,281.5
2_1_floorplan,0.3940,-,173.9
[what timing repair did]
item,in CTS,in global routing
setup endpoints to repair,4,2
setup buffers,2,1
resized,7,1
Power figures rest on the tool's default switching activity, not on a simulated workload.
